`/design/flow/design.v`:
```
module mem (
  input  logic        clk, we,
  input  logic [31:0] a, wd,
  output logic [31:0] rd,
  input  logic [3:0]  wm);
  logic [3:0][7:0] RAM [0:255];
  initial
    $readmemh("riscv.hex", RAM);
  always_ff @(posedge clk) begin
    if (we) begin
      if (wm[0]) RAM[a[9:2]][0] <= wd[ 7: 0];
      if (wm[1]) RAM[a[9:2]][1] <= wd[15: 8];
      if (wm[2]) RAM[a[9:2]][2] <= wd[23:16];
      if (wm[3]) RAM[a[9:2]][3] <= wd[31:24];
    end   
    rd <= RAM[a[9:2]];
  end
endmodule
```
`/design/flow/run.sh`:
```
#!/bin/bash
# OpenROAD 26Q1-2900-gdf79404cd8, Yosys 0.63+post, stock flow scripts
make -C /OpenROAD-flow-scripts/flow DESIGN_CONFIG=/design/flow/config.mk WORK_HOME=/design/flow/orfs finish
```
`/design/flow/config.mk`:
```
export PLATFORM = sky130hd
export DESIGN_NAME = mem
export DESIGN_NICKNAME = mem
export VERILOG_FILES = /design/flow/design.v
export SDC_FILE = /design/flow/constraint.sdc
export NUM_CORES = 4
export LEC_CHECK = 1
export CORE_UTILIZATION = 50
export SYNTH_HDL_FRONTEND = slang
export SYNTH_MEMORY_MAX_BITS = 65536
```
`/design/flow/constraint.sdc`:
```
current_design mem

set clk_period 35.1
set clk_io_pct 0.2

create_clock -name clk0 -period $clk_period [get_ports {clk}]

set non_clock_inputs [all_inputs -no_clocks]
set_input_delay [expr $clk_period * $clk_io_pct] -clock clk0 $non_clock_inputs
set_output_delay [expr $clk_period * $clk_io_pct] -clock clk0 [all_outputs]
```
==> Slide: Implementation Results <==
Implementation Results

Run status
  • Status: complete, no violations

Layout
  • Top Layout Cells: 8192 x edfxtp_1, 2048 x mux4_2, 1040 x nor2_1
  • Most used logic cell in the final layout: edfxtp_1
  • Area growth from synthesis to final layout: 12.02%
  • Post-route design area: 350600 um^2
  • Share of cells above drive strength 1: 0.2478
  • Tally of filler cells in the layout: between 40000 and 50000
  • Final non-filler cell total: between 20000 and 25000

STA
  • Maximum clock rate: approximately 68 MHz
  • Setup WS post-layout: 20.32 ns
  • Final critical-path required period: between 10 and 15 ns
  • Slew Limit Fails: 0
  • Final Hold Violating Endpoints: 0
  • Max-Slew Margin vs Limit: 0.09309
  • Clock Skews: slightly below 0.05 ns
  • Final setup violating endpoints: 0
  • RSZ-0062 raised after global routing: false
  • Setup Total Neg Slack: 0 ns
  • Post-route fraction of the period consumed by the critical path: 0.4210
  • Worst Tran Pin Value: between 1 and 1.5 ns

Yosys
  • Area fraction in and, or, nand and nor cells: 0.01503
  • Number of standard cells after synthesis: 14079
  • Share of synthesized area occupied by flip-flops and latches: 0.7881
  • Mean Syn Cell Area: between 20 and 25 um^2
  • Top logic family: multiplexers
  • Synth unique cells: 20
  • Count of instantiated cells in the yosys netlist: ~14000
  • XOR/XNOR share of the synthesized area: 0
  • Synthesis area per yosys: 312900 um^2
  • Adder-Cell Fraction of Synth Area: 0
  • Synth mux share: 0.1474
  • Combined area of all synthesized cells: 312900 um^2
  • Tally of yosys warning messages: 0
  • And-or/or-and share of the synthesized area: 0.03634
  • Synth Register Bits: a little over 8000

Setup path
  • Slowest Stage Delay on Critical Path: 0.89 ns
  • R2R depth: 5
  • Critical path fanouts, max: slightly above 80
  • Arr. time, crit path: around 16 ns
  • RR Endpoint: rd[22]
  • CP top delay family: buffers and inverters
  • Required time of the critical path: about 36 ns
  • Most used cell along the critical path: buf_4
  • Crit path max-delay cell type: o41ai_1
  • Crit path kind: primary input to flop
  • Instance count on the critical path: 16
  • Reg2reg start: RAM[175][22]
  • Reg-to-reg slack, setup: 31.77 ns
  • Startpoint type of the worst setup path: primary input
  • Count of buffering cells on the critical path with inverters included: 11
  • Crit. End Element: flop
  • Cell breakdown of the critical path: buf_16, buf_4, buf_4, buf_4, buf_4, buf_4, buf_4, buf_4, buf_4, buf_4, mux4_2, a22oi_1, a21oi_1, o41ai_1, buf_4, nand4_1

Floorplan
  • Area enclosed by the die boundary: approximately 630000 um^2
  • Number of rows created at floorplan: a little under 300
  • Count of boundary I/O pins: 102
  • Chip height: a little under 800 um
  • Core utilization at floorplan: 0.5017
  • Total core area: roughly 620000 um^2
  • Horizontal extent of the die: between 700 and 800 um

CTS
  • # H-tree levels: 6
  • Hold bufs inserted after CTS: 0
  • Clock root buffer: clkbuf_16
  • Number of buffers on the longest clock path: 4
  • Clk pin slew, worst setup/hold paths: 0.06 ns
  • Number of gates resized after cts: 0
  • Number of clock buffers inserted by TritonCTS: between 800 and 900
  • Number of buffers added for setup after CTS: 0
  • Clk sink count: between 8000 and 9000
  • Worst-Skew Late Latency: 1.15 ns
  • TritonCTS clock tree: built

Detailed routing
  • Post-DRT Antenna Nets: 0
  • Vias post-DR: about 150k
  • Wire length per cell: 33.23 um
  • Final WL: between 700000 and 800000 um
  • Remaining DRCs: 0
  • Drt first pass iters: 8
  • Number of design-rule violations left by the first detailed-router iteration: 9447
  • Per-cell via count in the routed design: between 6 and 7

Place
  • DPL Wire Length: 462200 um
  • Setup slack after placement: approximately 19 ns
  • Post-placement cell area: ~320000 um^2
  • Routability congestion estimate: between 0.8 and 0.9
  • Number of port buffers: around 77
  • Placed Cells incl. Taps: approximately 22000

GRT
  • Global-route wire length before repair: about 1100000 um
  • Maximum number of pins on one net before global-route repair: between 100 and 150
  • GRT Residual Overflow: 0
  • GR Util All Layers: 0.2864
  • Initial antenna violation count: between 50 and 60
  • Vias in the first global route: ~170k

Power
  • Power density relative to cell area: 57.67 nW/um^2
  • Static Leakage: 105.9 nW
  • Worst supply voltage drop on vdd: ~0.060 mV
  • Power after layout: a little over 20 mW

Min path
  • Hold worst-path end: rd[5]
  • Number of stages on the worst hold path: 5
  • Startpoint of the tightest hold check path: RAM[210][5]
  • Min-Delay Path Class: flop to flop

Run
  • Maximum Capacitance Violations: 0
  • Count of tool warnings: 75
==> metal layers <==
| layer | GRT usage | up-vias | part of all wire |
|---|---|---|---|
| li1 | - | 60905 | - |
| met1 | 0.3513 | 75087 | 0.30 |
| met2 | 0.4015 | 9361 | 0.47 |
| met3 | 0.2394 | 1414 | 0.19 |
| met4 | 0.08292 | 85 | 0.037 |
| met5 | 0.02768 | - | 0.0028 |
==> logic make-up (layout without fill, tap and decap cells) <==
| logic type | count (synthesis) | after routing |
|---|---|---|
| buffers and inverters | 931 | 2030 |
| flip-flops | 8224 | 8224 |
| multiplexers | 2048 | 2048 |
| AND/OR/NAND/NOR | 1212 | 1212 |
| AND-OR/OR-AND | 1664 | 1664 |
| other | 0 | 54 |
==> how the worst max path moves through the flow <==
stage / endpoint / start / slack, ns
4_1_cts: rd[31] / a[2] / 20.05
5_1_grt: rd[31] / a[2] / 19.45
6_report: rd[24] / a[2] / 20.32
==> Yosys cell counts <==
| cell | number | share of area |
|---|---|---|
| buf_1 | 85 | 0.0010 |
| o41ai_1 | 128 | 0.0036 |
| buf_2 | 157 | 0.0025 |
| a21oi_1 | 512 | 0.0082 |
| and2_1 | 7 | 0.00014 |
| nor2_1 | 1042 | 0.012 |
| clkbuf_1 | 617 | 0.0074 |
| nand4_1 | 32 | 0.00064 |
| mux4_2 | 2048 | 0.15 |
| or2_2 | 2 | 0.000040 |
| nand2b_1 | 6 | 0.00012 |
| nor3_1 | 4 | 0.000064 |
| buf_4 | 34 | 0.00082 |
| nor2b_1 | 8 | 0.00016 |
| nand2_1 | 103 | 0.0012 |
| nand3_1 | 8 | 0.00013 |
| dfxtp_1 | 32 | 0.0020 |
| buf_6 | 38 | 0.0014 |
| a22oi_1 | 1024 | 0.025 |
| edfxtp_1 | 8192 | 0.79 |
==> worst reg2reg max path: cells and delay by family, from the launching register on <==
family           cells  cell delay [ns]
AND-OR/OR-AND        3             1.46
flip-flops           1             0.36
multiplexers         1             0.49
AND/OR/NAND/NOR      1             0.69
==> power by group <==
group	switching (mW)	total (mW)	internal (mW)
Sequential	0.0157	10.8	10.8
Clock	3.62	8.50	4.89
Combinational	0.580	0.882	0.302
==> per-stage QoR <==
stage,utilization,hold slack (ns)
4_1_cts,0.5618,0.9466
2_1_floorplan,-,0.8191
3_5_place_dp,0.5198,0.9169
5_1_grt,0.5618,0.9637
6_report,0.5620,0.9402
3_3_place_gp,0.5198,0.9403
==> registers in the layout, summed over array words and instances, names as in the netlist <==
signal	flops
rd	32
RAM	8192
==> layout make-up <==
| cell class | count | area, um^2 | area share |
|---|---|---|---|
| diodes | 54 | 135.1 | 0.0003855 |
| clock buffers | 998 | 21310 | 0.06079 |
| clock inverters | 478 | 4870 | 0.01389 |
| multi-input cells | 4924 | 62540 | 0.1784 |
| flip-flops and latches | 8224 | 246600 | 0.7036 |
| well taps | 8322 | 10410 | 0.02970 |
| repair buffers | 554 | 4648 | 0.01326 |
Power and IR drop assume default switching activity.
